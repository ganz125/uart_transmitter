==> ./design.v <==
`default_nettype none                   
module uart_tx
(
   input              clk_50M,          
   input     [7:0]    data_raw,         
   input              trigger_raw,      
   output reg         busy,             
   output reg         serial_out        
);
reg          [3:0]    tx_state  = 0;    
reg          [9:0]    data_aug  = 0;    
reg          [3:0]    tx_index  = 0;    
reg         [31:0]    bit_delay = 0;    
reg                   trigger_0 = 0;    
reg                   trigger   = 0;    
localparam STATE_IDLE           = 4'b0000;  
localparam STATE_TRANSMITTING   = 4'b0001;  
localparam STATE_CLEANUP        = 4'b0010;  
localparam CLKS_PER_BIT =    868;    
always @(posedge clk_50M) begin
   case (tx_state)
      STATE_IDLE: begin
         busy       <= 1'b0;                            
         serial_out <= 1'b1;                            
         if (trigger) begin                             
            data_aug <= {1'b1, data_raw[7:0], 1'b0};    
            busy      <=  1'b1;                         
            bit_delay <= 32'b0;                         
            tx_index  <=  4'd0;                         
            tx_state  <= STATE_TRANSMITTING;            
         end
      end
      STATE_TRANSMITTING: begin
         serial_out <= data_aug[tx_index];     
         bit_delay  <= bit_delay + 32'd1;      
         if (bit_delay>CLKS_PER_BIT) begin     
            if (tx_index==9) begin             
               tx_state <= STATE_CLEANUP;      
            end else begin
               tx_index  <= tx_index + 4'd1;   
               bit_delay <= 32'd0;             
            end
         end 
      end
      STATE_CLEANUP: begin
         bit_delay <= bit_delay + 32'd1;       
         if (bit_delay>5*CLKS_PER_BIT) begin   
            tx_state <= STATE_IDLE;           
         end      
      end
      default: begin
         tx_state <= STATE_IDLE;
      end
   endcase
end
always @(posedge clk_50M) begin
   trigger_0 <= trigger_raw;
   trigger   <= trigger_0;
end
endmodule
==> ./run.sh <==
#!/bin/bash
# OpenROAD 26Q1-2900-gdf79404cd8, Yosys 0.63+post, stock flow scripts
make -C /OpenROAD-flow-scripts/flow DESIGN_CONFIG=/design/flow/config.mk WORK_HOME=/design/flow/orfs finish
==> ./config.mk <==
export PLATFORM = sky130hd
export DESIGN_NAME = uart_tx
export DESIGN_NICKNAME = uart_tx
export VERILOG_FILES = /design/flow/design.v
export SDC_FILE = /design/flow/constraint.sdc
export NUM_CORES = 4
export LEC_CHECK = 1
export CORE_UTILIZATION = 30
==> ./constraint.sdc <==
current_design uart_tx

set clk_period 4.6
set clk_io_pct 0.2

create_clock -name clk0 -period $clk_period [get_ports {clk_50M}]

set non_clock_inputs [all_inputs -no_clocks]
set_input_delay [expr $clk_period * $clk_io_pct] -clock clk0 $non_clock_inputs
set_output_delay [expr $clk_period * $clk_io_pct] -clock clk0 [all_outputs]
==> flow_summary.ini <==
; flow metrics
[final_layout]
drive_gt1_frac = 0.188
design_area_um2 = 3160
finish.cell_count_without_fillers = 367
final_layout_top_logic_cell = edfxtp_1
layout.area.comb_um2 = 1220
final-seq-area_um2 = 1510
synthToLayoutAreaGrowth_pct = 11.3
fillCellCount = 897
final_util = 0.344
layout.cells.most_common_list = 49 x edfxtp_1, 30 x nor2_2, 23 x xnor2_1

[pwr]
post-layout-total-power_mw = 2.01
leakagePower_nw = 0.979
power_per_cell_area_nw_per_um2 = 637
clock_power_share = 0.158
sequential_fraction_of_design_power = 0.516
ir_drop_mv = 0.266
p_int_mw = 1.26
switching_power_uw = 755
logic_pwr_share = 0.325
power.switching_fraction = 0.375

[worst_setup_path]
cp-end-kind = flip-flop
critPathLaunchType = flip-flop
cp.required_ns = 4.76
worst_path_dominant_cell_family = simple AND/OR/NAND/NOR gates
max_stage_delay_ns = 0.48
crit_buf_inv = 1
critical_path_arrival_ns = 2.50
critPathSlowestCell = edfxtp_1
worst-path-max-fanout = 32
path_cells = nor4_1 -> nand4_1 -> a2111oi_4 -> o221ai_4 -> buf_4 -> nor2_2
critical_path_start_end_classification = reg2reg

[route]
dr.pass1.iters = 4
avgRoutedWirePerCell_um = 12.9
drt_wl_total_um = 4740
vias_per_cell = 4.91
insertedDiodeCount = 0
dr_drc_count = 0
via_count = 1803
drc_violation_total_after_the_first_tritonroute_iteration = 110
ant_nets = 0

[yosys]
synth.yosys.chip_area_um2 = 2840
synthesis.area_per_instance_um2 = 11.5
async_reset_ff_frac = 0
synth-edff-count = 49
dominantRegCellSynth = edfxtp_1
seq_total_area_yosys = 0.532
synth.largest_area_cell = edfxtp_1
yosysCellCount = 246
tally_of_yosys_warning_messages = 1
synth_flop_count = 51
syn-instance-count = 246
synthesis.area_um2 = 2840
synth_cell_type_count = 44
cells_taking_the_most_area_after_synthesis = edfxtp_1 52%, xnor2_1 7.1%, nor2_2 6.6%
synth.top_cell.area_share = 0.518

[run]
log.warning_count = 29
drv_cap = 0

[timing]
maxSlewViolCount = 0
max-slew-margin-rel = 0.487
final_ws_setup_ns = 2.26
clock_skew_ns = 0.00851
finalHoldWorstSlack_ns = 0.333
fmax_mhz = 427
finalCritPeriodShare = 0.509
finalSetupViolCount = 0
setup_repair_after_global_routing_missed_its_margin = false
fin_crit_ns = 2.34
final_hold_viols = 0
timing_worst_slew_pin_value_ns = 0.767
setup_total_negative_slack_ns = 0

[clock_network]
post-cts-setup-buffers = 0
cts-buffers-inserted = 5
bufs_on_longest_clock_path = 2
post_cts_resized = 0
cts-htree-levels = 2
clkSinkCount = 51
cts.root.buffer_cell = clkbuf_8
ctsHoldBuffers = 0
clkLatencyLatePin_ns = 0.30
cts_tree = built
clock_pin_slew_on_the_worst_setup_and_hold_paths_ns = 0.09

[die]
die_ht_um = 99.3
initial_core_util = 0.309
boundaryPins = 12
row_count = 35
core_area_um2 = 9200
die_w_um = 99.3
floorplan.die_area_um2 = 9860

[grt]
grt_antenna_before_repair = 0
global_route.usage.total = 0.102
grt_max_degree = 33
wire_length_of_the_first_global_routing_pass_um = 7990
grt_pass1_vias = 1760
grt_overflow_total = 0

[placement]
place.port_buffers = 11
cell_area_reported_after_detailed_placement_um2 = 3040
hpwlAfterDp_um = 3240
dp.cells = 359
place.gp.congestion = 0.797
dp_slack_ns = 2.25

[status]
status = finished, final reports clean

[min_path]
hold_class = reg2reg
## cells by family (layout without fill, tap and decap cells)
| kind of cell | Yosys count | in the layout | synth area share |
|---|---|---|---|
| DFF | 51 | 51 | 0.532 |
| muxes | 3 | 3 | 0.0159 |
| and+or+nand+nor | 115 | 115 | 0.238 |
| buffers and inverters | 23 | 33 | 0.0410 |
| other | 1 | 1 | 0.00132 |
| xor gates and xnor gates | 32 | 32 | 0.0987 |
| AOI/OAI and AO/OA | 14 | 14 | 0.0423 |
| adders and majority gates | 7 | 7 | 0.0308 |
## power groups by stage
stage	logic [mW]	registers, mW	clock network, mW
6_report	0.656	1.04	0.319
5_1_grt	0.737	1.08	0.342
4_1_cts	0.667	1.04	0.332
## final cells by class
class | instances | share of cell area
sequential | 51 | 0.478
clock inverter | 2 | 0.0111
inverter | 12 | 0.0143
tap | 111 | 0.0439
clock buffer | 6 | 0.0261
multi-input combinational | 172 | 0.387
timing repair buffer | 13 | 0.0396
## sequential cells by signal (all words and copies together) (netlist names)
name        cells
trigger_0       1
bit_delay      32
serial_out      1
data_aug        9
tx_state        2
busy            1
tx_index        4
trigger         1
## layer usage
layer  share of wire  global-route usage  wire [um]
met4           0.016              0.0147         76
met2            0.46               0.164       2190
met5               0                   0          0
met1            0.50               0.158       2360
met3           0.023              0.0143        108
## cells in the mapped netlist, drive strengths merged (5+ instances only)
| cell type | count |
|---|---|
| and4 | 5 |
| buf | 7 |
| edfxtp | 49 |
| ha | 7 |
| inv | 12 |
| nand2 | 11 |
| nand3 | 14 |
| nand4 | 9 |
| nor2 | 37 |
| nor3 | 7 |
| nor4 | 14 |
| xnor2 | 23 |
| xor2 | 9 |
## worst paths after layout
path / startpoint / to / slack [ns] / cells past startpoint
setup / recovery: bit_delay[14]$_DFFE_PP_ / bit_delay[24]$_DFFE_PP_ / 2.26 / 6
hold / removal: trigger_0$_DFF_P_ / trigger$_DFF_P_ / 0.33 / 0
hold reg to reg: trigger_0$_DFF_P_ / trigger$_DFF_P_ / 0.33 / 0
setup reg to reg: bit_delay[14]$_DFFE_PP_ / bit_delay[24]$_DFFE_PP_ / 2.26 / 6
Power figures rest on the tool's default switching activity, not on a simulated workload.
