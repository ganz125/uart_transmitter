==> ./design.v <==
`default_nettype none                 
module uart_tx_tester
(
   input                clk_50M,           
   input                run_test_raw,      
   input                tx_busy,           
   output  reg   [7:0]  data_out,          
   output  reg          trigger            
);
reg                     run_test_0   = 0;            
reg                     run_test     = 0;            
reg         [5:0]       tester_state = 0;            
reg        [31:0]       byte_index   = (8*16)-1;     
reg        [31:0]       pause_delay  = 0;            
reg         [5:0]       trigger_ctr  = 0;            
reg  [(8*16)-1:0]       byte_str = "Hello World!    ";   
localparam STATE_IDLE       = 6'b00_0000;            
localparam STATE_LOAD       = 6'b00_0010;            
localparam STATE_TRIGGER    = 6'b00_0100;            
localparam STATE_POLL_BUSY  = 6'b00_1000;            
localparam STATE_PAUSE      = 6'b01_0000;            
localparam MSG_DELAY        = 32'd100_000_000;       
always @(posedge  clk_50M) begin
   run_test_0 <= run_test_raw;
   run_test   <= run_test_0;
end
always @(posedge  clk_50M) begin
   case (tester_state)
      STATE_IDLE: begin
         trigger <= 1'b0;
         if (run_test) begin
            byte_index   <= (8*16)-1;       
            tester_state <= STATE_LOAD;     
         end
      end
      STATE_LOAD: begin
         trigger      <= 1'b0;                        
         data_out     <= byte_str[byte_index -:8];    
         trigger_ctr  <= 6'd5;                        
         tester_state <= STATE_TRIGGER;               
      end
      STATE_TRIGGER: begin
         trigger     <= 1'b1;                   
         trigger_ctr <= trigger_ctr - 6'd1;     
         if (trigger_ctr==0)
            tester_state <= STATE_POLL_BUSY;    
      end
      STATE_POLL_BUSY: begin
         trigger <= 1'b0;                        
         if (~tx_busy) begin                     
            if (byte_index<=7) begin             
               pause_delay  <= 32'd0;            
               tester_state <= STATE_PAUSE;      
            end else begin 
               byte_index   <= byte_index - 32'd8;   
               tester_state <= STATE_LOAD;           
            end
         end
      end
      STATE_PAUSE: begin
         pause_delay <= pause_delay + 32'd1;
         if (pause_delay>MSG_DELAY)             
            tester_state <= STATE_IDLE;
      end
      default : begin
         tester_state <= STATE_IDLE;
      end
   endcase
end
endmodule
==> ./run.sh <==
#!/bin/bash
# OpenROAD 26Q1-2900-gdf79404cd8, Yosys 0.63+post, stock flow scripts
make -C /OpenROAD-flow-scripts/flow DESIGN_CONFIG=/design/flow/config.mk WORK_HOME=/design/flow/orfs finish
==> ./config.mk <==
export PLATFORM = sky130hd
export DESIGN_NAME = uart_tx_tester
export DESIGN_NICKNAME = uart_tx_tester
export VERILOG_FILES = /design/flow/design.v
export SDC_FILE = /design/flow/constraint.sdc
export NUM_CORES = 4
export LEC_CHECK = 1
export CORE_UTILIZATION = 40
==> ./constraint.sdc <==
current_design uart_tx_tester

set clk_period 5.9
set clk_io_pct 0.2

create_clock -name clk0 -period $clk_period [get_ports {clk_50M}]

set non_clock_inputs [all_inputs -no_clocks]
set_input_delay [expr $clk_period * $clk_io_pct] -clock clk0 $non_clock_inputs
set_output_delay [expr $clk_period * $clk_io_pct] -clock clk0 [all_outputs]
==> flow_summary.json <==
{
  "cts_tree": "yes",
  "log.warning_count": 27,
  "cp_max_fo": 32,
  "clockBufferDepth": 2,
  "antenna_left": 0,
  "routabilityCongestion": 0.7950,
  "synth.largest_area_cell": "edfxtp_1",
  "outcome": "completed",
  "leakage_nw": 1.606,
  "finClkSkew_ns": 0.007688,
  "grt_pass1_vias": 3055,
  "synthCells": 445,
  "ys_cells": 445,
  "cts.sinks": 81,
  "peakVddDrop_mv": 0.1801,
  "path_class": "register to register",
  "numCtsBuffers": 9,
  "reg2reg_depth": 5,
  "logic_area_um2": 2039,
  "yosysMostFrequentCell": "edfxtp_1",
  "powerDensity_nw_per_um2": 374.7,
  "clk_latency_ns": 0.33,
  "period_used_share": 0.5552,
  "gr-total-overflow": 0,
  "antenna_cells": 0,
  "ys_seq_share": 0.5246,
  "htreeDepth": 3,
  "syn_area_um2": 4598,
  "synth_area_per_cell_um2": 10.33,
  "hold_path_class": "register to register",
  "ys_sh_xor": 0.04381,
  "ys_sh_simple": 0.2465,
  "final.fill_count": 990,
  "regToRegSetupSlack_ns": 2.62,
  "grt_setup_unrepaired": "no",
  "drive_gt1_frac": 0.07795,
  "synthArstFlopShare": 0,
  "slew_violations": 0,
  "die_width_um": 109.2,
  "grt_pass1_wl_um": 14350,
  "fp_util": 0.4169,
  "fin_util": 0.4638,
  "ys_top_cells_by_area": "edfxtp_1 52%, a21oi_1 3.6%, nor2_1 3.3%, or4_1 3.3%, o31ai_1 3.1%",
  "avgRoutedWirePerCell_um": 14.36,
  "core_um2": 11030,
  "slew_headroom": 0.5153,
  "critPathArrivalTime_ns": 3.25,
  "cts_setup_buffers": 0,
  "dieArea_um2": 11930,
  "cts_root_buffer": "clkbuf_16",
  "postCtsHoldBufs": 0,
  "yosys_warnings": 1,
  "synth_top_area_share": 0.5159,
  "routed_via_density": 5.727,
  "fin_setup_tns_ns": 0,
  "min_period_ns": 3.276,
  "port_buffers": 10,
  "cts-resized-gates": 0,
  "rows": 38,
  "drt-total-wl_um": 8459,
  "drv_cap": 0,
  "start_kind": "register",
  "first_iter_violations": 159,
  "ys_sh_mux": 0.01306,
  "yosysUniqueCellTypes": 51,
  "ys_sh_aoi": 0.1176,
  "antenna_found_initial": 0,
  "dr_total_vias": 3373,
  "hold_violations": 0,
  "synth-seq-cells": 81,
  "path_clk_slew_ns": 0.06,
  "grt_use_total": 0.1580,
  "crit_required_ns": 5.88,
  "endpoint_kind": "register",
  "edf_count": 79,
  "adder_share": 0.01361,
  "grt_max_degree": 33,
  "seq_area_um2": 2412,
  "io_pins": 12,
  "area_delta_synth_final_pct": 11.27,
  "die_y_um": 109.2,
  "hpwl_um": 5335,
  "tightest_slew_ns": 0.7248,
  "whs_path_depth": 0,
  "ys_area_um2": 4598,
  "logic_family": "simple AND/OR/NAND/NOR gates",
  "ys_top_cells_by_count": "79 x edfxtp_1, 40 x nor2_1, 36 x nand2_1",
  "flop_cell": "edfxtp_1",
  "route.detailed.drc": 0,
  "max_freq_ghz": 0.3053,
  "drt_first_pass_iters": 4,
  "finalSetupViolations": 0
}
[state kept, by name, indices dropped and copies added, names as in the netlist]
register      count
trigger           1
run_test          1
run_test_0        1
tester_state      4
data_out          7
pause_delay      32
trigger_ctr       6
byte_index       29
[area by class of cell]
| cell class | count | area share |
|---|---|---|
| clock buffer | 10 | 0.04475 |
| clock inverter | 6 | 0.01149 |
| inverter | 13 | 0.009538 |
| multi-input combinational | 322 | 0.3986 |
| sequential | 81 | 0.4715 |
| tap | 140 | 0.03424 |
| timing repair buffer | 17 | 0.02984 |
[power breakdown]
part | switching, mW | internal [mW] | leakage [nW]
sequential | 0.122 | 0.834 | 0.755
combinational | 0.251 | 0.169 | 0.705
clock | 0.215 | 0.325 | 0.146
total | 0.588 | 1.33 | 1.61
[path summary, 6_finish.rpt]
kind | start | endpoint
setup / recovery | byte_index[5]$_SDFFCE_PN1P_ | pause_delay[2]$_SDFFCE_PP0P_
setup reg to reg | byte_index[5]$_SDFFCE_PN1P_ | pause_delay[2]$_SDFFCE_PP0P_
hold reg to reg | run_test_0$_DFF_P_ | run_test$_DFF_P_
hold / removal | run_test_0$_DFF_P_ | run_test$_DFF_P_
[through the flow]
stage                     hold WS (ns)  std cells  power, mW  setup slack, ns  instance area (um^2)
after floorplan                 0.3096        445      1.238            1.881                  4598
after global placement          0.3100        573      1.377            2.769                  4828
after detailed placement        0.3147        573      1.387            2.669                  4828
after CTS                       0.3302        589      1.935            2.626                  5116
after global routing            0.3497        589      2.037            2.251                  5116
final                           0.3277        589      1.917            2.624                  5116
[layer usage]
| metal | vias up | share of wire | GRT usage |
|---|---|---|---|
| met5 | - | 0 | 0 |
| met4 | 0 | 0.013 | 0.01905 |
| met3 | 11 | 0.048 | 0.03717 |
| met2 | 71 | 0.43 | 0.2228 |
| met1 | 1587 | 0.51 | 0.2704 |
| li1 | 1704 | - | - |
[critical path, stage by stage (launching register included)]
cell and delay [ns]:
edfxtp_1 0.57, nor4_1 0.57, nand4_1 0.64, nor4_2 0.57, a21o_1 0.18, buf_4 0.38
[logic make-up (layout without fill, tap and decap cells)]
kind of cell,count (synthesis),after routing
compound gates,85,85
xor+xnor,23,23
fa+ha+maj,5,5
buf+inv,42,46
flops,81,81
mux,6,6
other cells,1,1
simple gates,202,202
[layout by cell type, fill, tap and decap left out, types with 4 or more instances in the layout]
cell type / n
nor2_1: 40
and4_1: 10
buf_4: 7
o31ai_1: 19
o21ai_0: 13
ha_1: 5
and2_1: 6
nand2_1: 36
nor3_1: 9
xnor2_1: 8
nor4_1: 11
a21oi_1: 33
or4_1: 20
edfxtp_1: 79
mux2i_1: 6
nand2b_1: 7
nand4_1: 14
clkinv_2: 4
and3_1: 4
inv_1: 12
clkdlybuf4s50_1: 10
or3_1: 5
clkbuf_16: 9
nand3_1: 19
xor2_1: 15
Power and IR drop assume default switching activity.
